==> design.v <==
module FSM(
    input wire clk,
    input wire reset,
    input wire A,
    input wire B,
    output wire output1,
    output wire output2,
    output reg[2:0] status
);
initial begin
    $dumpfile("signal.vcd");
    $dumpvars(0, FSM);
end
typedef enum logic[2:0] {STATE_I, STATE_1, STATE_2, STATE_3, STATE_4, STATE_5_PH, STATE_6_PH, STATE_7_PH} state_t;
state_t currentState, nextState;
always @(posedge clk ) begin
    if (reset) begin
        currentState <= STATE_I;
    end else begin
        currentState <= nextState;
    end
end
always_comb begin
    nextState = currentState;
    case (currentState)
        STATE_I: begin
                nextState = STATE_1;
        end
        STATE_1: begin
            if (A & B) begin
                nextState = STATE_2;
            end
        end
        STATE_2: begin
            if (A) begin
                nextState = STATE_3;
            end
        end
        STATE_3: begin
            if (!A & B) begin
                nextState = STATE_I;
            end else if (A & !B) begin
                nextState = STATE_4;
            end
        end
        STATE_4 : begin
        end
        STATE_5_PH: begin
            nextState = STATE_I;
        end
        STATE_6_PH: begin
            nextState = STATE_I;
        end
        STATE_7_PH: begin
            nextState = STATE_I;
        end 
    endcase
end
always_comb begin
    status = 3'b000;
    case (currentState)
        STATE_2 : begin
            status = 3'b010;
        end
        STATE_3 : begin
            status = 3'b011;
        end
    endcase
end
assign output1 = (currentState == STATE_1) | (currentState == STATE_2);
assign output2 = (currentState == STATE_2);
endmodule
==> run.sh <==
#!/bin/bash
# OpenROAD 26Q1-2900-gdf79404cd8, Yosys 0.63+post, stock flow scripts
make -C /OpenROAD-flow-scripts/flow DESIGN_CONFIG=/design/flow/config.mk WORK_HOME=/design/flow/orfs finish
==> config.mk <==
export PLATFORM = sky130hd
export DESIGN_NAME = FSM
export DESIGN_NICKNAME = FSM
export VERILOG_FILES = /design/flow/design.v
export SDC_FILE = /design/flow/constraint.sdc
export NUM_CORES = 4
export LEC_CHECK = 1
export CORE_AREA = 10 10 70 70
export DIE_AREA = 0 0 80 80
==> constraint.sdc <==
current_design FSM

set clk_period 1.0
set clk_io_pct 0.2

create_clock -name clk0 -period $clk_period [get_ports {clk}]

set non_clock_inputs [all_inputs -no_clocks]
set_input_delay [expr $clk_period * $clk_io_pct] -clock clk0 $non_clock_inputs
set_output_delay [expr $clk_period * $clk_io_pct] -clock clk0 [all_outputs]
==> qor_table.md <==
| Quantity | Value | Unit |
|---|---|---|
| Largest stage delay on the critical path | 0.32 | ns |
| Total of fill cells in the finished design | 395 | - |
| Count of final max-slew check failures | 0 | - |
| Number of cells in the yosys synthesis report | 19 | - |
| Vias per inst | 2.40 | - |
| Biggest regs | currentState (4) | - |
| Post-synth tally of flip-flops with integrated enable | 0 | - |
| Latency at later pin | 0.24 | ns |
| Hold Fails Final Rpt | 0 | - |
| Most common flop cell mapped by yosys | dfxtp_1 | - |
| Vias in the first global route | 233 | - |
| Cell with the most instances after synthesis | dfxtp_1 | - |
| Number of vias after detailed routing | 194 | - |
| Power density cells | 1130 | nW/um2 |
| Global placer's final weighted congestion | 0.691 | - |
| Chip area line of the yosys report | 176 | um2 |
| Violations in the final reports | negative setup slack | - |
| Detailed Route Iter0 Violations | 4 | - |
| Period Utilization, post-route | 110 | % |
| Clock tree sinks | 4 | - |
| Max Cap Violations | 0 | - |
| Least setup slack across all paths after layout | -0.105 | ns |
| Inst Count DP | 77 | - |
| Horiz. Die Dim | 80 | um |
| Path type of the worst min-delay path | input port to flop | - |
| Total overflow reported by the global router | 0 | - |
| DP Wirelength | 459 | um |
| Final setup violating endpoints | 3 | - |
| Clock buffer depth | 2 | - |
| Unrepaired setup endpoints after global routing | yes | - |
| DR DRC count | 0 | - |
| Initial Util | 5.16 | % |
| Max VDD drop | 0.342 | mV |
| Register with the highest flop count | currentState | - |
| CTS tree | yes | - |
| Unique cell types | 14 | - |
| Post-route clock skew | 0.000503 | ns |
| Critical-path cell list | or2_4 > buf_6 | - |
| Critical-path top delay cell | dfxtp_2 | - |
| Area of the multi-input gates | 86.3 | um2 |
| Share of the synthesized area in the top cell type | 45.4 | % |
| Number of antenna violations at the first check in global routing | 0 | - |
| DR pass1 iterations | 4 | - |
| Power Total | 0.000446 | W |
| Number of flip-flops in the largest register | 4 | - |
| Largest net degree at the start of global routing | 5 | - |
| Most area-hungry cell type in the Yosys netlist | dfxtp_1 | - |
| Most area-consuming cells after synthesis | dfxtp_1 (45%), or2_2 (7.1%), a21oi_1 (5.7%) | - |
| CTS buffer count | 3 | - |
| Required arrival time at the worst endpoint | 0.80 | ns |
| Finished Layout Cells | 81 | - |
| Synthesis Warnings | 3 | - |
| Number of top-level design ports | 9 | - |
| Top cells by instance count after synthesis | dfxtp_1 (4), a21oi_1 (2), or2_2 (2) | - |
| Die Y | 80 | um |
| Final Critical Period | 1.10 | ns |
| Worst Hold Margin | 0.276 | ns |
| Total number of H-tree levels | 1 | - |
| Synthesized instance count | 19 | - |
| Clk slew on worst S/H paths | 0.04 | ns |
| Average detailed-routed wire length per instance | 7.35 | um |
| Area growth from synthesis to layout | 124 | % |
| Count of nets left with antenna violations after detail routing | 0 | - |
| Critical Path Fanout Max | 2 | - |
| Highest Clock Rate | 905 | MHz |
| Diode count | 0 | - |
| Setup_tns | -0.232 | ns |
| Area of the core | 3420 | um2 |
| Number of warnings in the stage logs | 27 | - |
| Run status | finished, violations left | - |
| Global-route wire length before repair | 1060 | um |
| Fraction of final layout cells sized beyond drive strength 1 | 60.0 | % |
| Sequential cell area | 82.6 | um2 |
| Endpoint type of the worst setup path | output pin | - |
| Critical Path AT | 0.90 | ns |
| Sequential cell area fraction in the yosys report | 45.4 | % |
| Critical path class | flop to output pin | - |
| Post-detailed-routing wire length | 595 | um |
| Setup crit start kind | flop | - |
| FFs w/ async S/R, synth | 0 | % |
| Row Count | 21 | - |
| Post-synthesis register bit count | 4 | - |
| Total routing resource utilization after global routing | 2.15 | % |
| Post-synth design cell area | 176 | um2 |
| Hold Buf Count CTS | 0 | - |
| Mean cell area of the mapped netlist | 9.29 | um2 |
| Pleak | 0.171 | nW |
| Clock tree root driver cell | clkbuf_4 | - |
| Die footprint | 6400 | um2 |
| Count of port buffers added during placement | 7 | - |
-- worst paths after layout --
path / start / slack [ns] / endpoint / cells past startpoint
hold / removal: B / 0.28 / currentState[4] / 3
setup / recovery: currentState[4] / -0.10 / status[1] / 2
setup reg to reg: currentState[4] / -0.03 / currentState[4] / 3
hold reg to reg: currentState[0] / 0.46 / currentState[3] / 1
-- routing by layer --
layer / share of wire, % / wire [um] / global-route usage (%)
met1: 55 / 326 / 3.00
met3: 16 / 94 / 2.05
met4: 0 / 0 / 0.352
met5: 0 / 0 / 0
met2: 29 / 174 / 2.25
-- timing repair --
item,in CTS,in global routing
resized,23,3
cloned,0,0
setup endpoints to repair,5,5
pin swaps,1,0
buffers inserted,2,0
-- cell families after synthesis --
group,count (synthesis),synth area share [%]
AND-OR/OR-AND,6,24.8
AND/OR/NAND/NOR,5,19.1
flip-flops,4,45.4
buffers and inverters,3,8.51
other,1,2.13
-- final cells by class --
| cell class | count | area share, % |
|---|---|---|
| sequential | 4 | 20.9 |
| timing repair buffer | 15 | 36.1 |
| clock buffer | 3 | 5.70 |
| inverter | 1 | 0.949 |
| tap | 46 | 14.6 |
| multi-input combinational | 12 | 21.8 |
-- per-stage QoR --
stage	utilization (%)	setup WS, ns	area [um2]
after CTS	11.5	-0.110	392
after global routing	11.6	-0.136	395
after detailed placement	10.1	-0.305	345
final	11.6	-0.105	395
after floorplan	-	0.0831	176
after global placement	10.1	-0.305	345
-- layout by cell type (no fill, tap or decap) --
cell type       Yosys  layout
inv_1               1       1
conb_1              1       1
dfxtp_1             4       2
nand3_1             1       1
a21oi_1             2       2
a31o_2              1       1
clkbuf_4            0       3
buf_6               0       6
dlymetal6s2s_1      0       1
or4b_1              1       1
a21boi_0            1       1
nand2b_1            1       1
dfxtp_2             0       2
buf_4               1       6
or2_4               0       2
dlygate4sd2_1       0       2
o21ba_2             1       1
o31ai_1             1       1
-- report_power, final --
part	total (W)	switching, W	internal [W]
Combinational	0.0000705	0.0000216	0.0000489
Sequential	0.000171	0.00000363	0.000168
Clock	0.000204	0.0000698	0.000134
-- critical path: cells and delay by family, from the launching register on --
kind / cells / cell delay, ns
buf+inv: 1 / 0.11
simple gates: 1 / 0.25
flops: 1 / 0.32
Power is estimated from default activity; no workload was simulated.
