==> design/flow/design.v <==
module lfsr # (
    parameter WIDTH = 32,
    parameter logic [WIDTH-1:0] SEED = 34489738,
    parameter logic [WIDTH-1:0] TAP = 32'h80000032
    )
    (
    input logic clk,
    input logic n_rst,
    output logic [WIDTH-1:0] out
    );
    logic [WIDTH-1:0] state;
    always @(posedge clk or negedge n_rst) begin
        if (!n_rst) begin
            state <= SEED;   
        end else begin
            state <= {state[WIDTH-2:0], ^(state & TAP)};  
        end
    end
    assign out = state;
endmodule
==> design/flow/run.sh <==
#!/bin/bash
# OpenROAD 26Q1-2900-gdf79404cd8, Yosys 0.63+post, stock flow scripts
make -C /OpenROAD-flow-scripts/flow DESIGN_CONFIG=/design/flow/config.mk WORK_HOME=/design/flow/orfs finish
==> design/flow/config.mk <==
export PLATFORM = sky130hd
export DESIGN_NAME = lfsr
export DESIGN_NICKNAME = lfsr
export VERILOG_FILES = /design/flow/design.v
export SDC_FILE = /design/flow/constraint.sdc
export NUM_CORES = 4
export LEC_CHECK = 1
export CORE_AREA = 10 10 81 81
export DIE_AREA = 0 0 91 91
==> design/flow/constraint.sdc <==
current_design lfsr

set clk_period 1.7
set clk_io_pct 0.2

create_clock -name clk0 -period $clk_period [get_ports {clk}]

set non_clock_inputs [all_inputs -no_clocks]
set_input_delay [expr $clk_period * $clk_io_pct] -clock clk0 $non_clock_inputs
set_output_delay [expr $clk_period * $clk_io_pct] -clock clk0 [all_outputs]
==> git commit body <==
Log flow metrics for this revision

* Status: completed
- Half-perimeter wire length after placement: 1240 microns
- Setup repair after global routing left no endpoint under its margin.
- At the worst endpoint, the required time is 1.36 ns.
* Register with the most flip-flops: state
* Post-Route WL: 1650 microns
- Critical path data arrival time: 1.29 ns
* TritonCTS clock tree: built
- The first TritonRoute pass finished after 3 iterations.
- Clk pwr share: 42.2%
* Switching power: 264 uW
- Via count of the first global-routing pass: 470
- Per the detail_route report, vias per standard cell equal 3.06.
* Power Internal: 1090 uW
- Synthesis handed over a netlist of 35 instances.
- VDD sags by at most 362 uV.
- The report puts the cell count of the worst reg-to-reg path at 2.
- Core area: 4820 sq um
- Switching portion of total power: 19.5%
- The first global-routing pass estimated 2670 microns of wire.
- Num ports: 34
- After synthesis the cells add up to 840 sq um.
* Number of gates given a new drive strength after cts: 0
- The synthesized design contains 32 register bits.
* GPL Wtd Cong: 0.708
- Counting pins that exceed their max-slew limit in the final report gives 0.
* Detailed-route via count: 441
- Initial antenna violation count: 0
* Clk pin slew, worst setup/hold paths: 0.06 ns
- Antenna Nets Post-Route: 0
- Largest net degree at the start of global routing: 33
- Sequential fraction of design power: 56.3%
* Yosys cell types: 4
- Buffers inserted to repair hold after CTS numbered 0.
* Placement Rows: 25
- Flip-flop count of the largest register after layout: 32
* Combinational cell fraction of total power: 1.6%
* Largest incremental delay on the critical path: 0.55 ns
* Pre-Place Util: 17.4%
* Number of gates on the worst path with buffers counted: 1
* Post-synth seq share: 96.9%
* Final routed wire length divided by cell count: 11.4 microns
- Top post-synthesis cells by area: dfrtp_1 66%, dfstp_2 31%, xnor2_1 2.1%, xor2_1 1.0%
* Clock Sinks: 32
* Worst-path fanout max: 3
- Maximum buffer depth of the clock tree: 2
- In this run the tightest slew margin relative to its limit is 89.1%.
- The placement report lists the number of port buffers as 33.
* Dominant cell type by area after synthesis: dfrtp_1
- Total cell area at the placement stage: 1270 sq um
* Total inserted antenna cells: 0
- STA reports the tightest min-delay check as being of type reg -> reg.
- For this run, the final setup violation count is recorded as 0.
- Global routing finished with a remaining overflow of 0.
- Max stage delay cell, worst path: dfstp_2
- The kind of cell with the highest combined delay along the critical path is flip-flops.
- The clock reaches the later pin of the worst-skew pair after 0.27 ns.
- Setup bufs post-CTS: 0
- Yosys cell count: 35
- Cells along the critical path: clkdlybuf4s50_1
* Pin slew with the least headroom to its limit: 0.162 ns
* DRC: 0
- Share of post-route cells with drive strength above 1: 24.7%
* Die H: 91 microns
* Maximum level of the CTS H-tree: 2
- The chip occupies 8280 sq um.
- Clock Skew: 0.00489 ns
- After routing, the total negative slack on setup checks comes to 0 ns.
- Hold is met by 0.365 ns.
- Layout area overhead: 62.7%
* Horiz. Die Dim: 91 microns
* Static Leakage: 0.000596 uW
- Dividing total power by cell area gives a power density of 992 nW/um^2.
- Hold analysis shows the worst path with a depth of 0.
- Count of buffer and inverter cells on the critical path: 1
- Post-layout instance area: 1370 sq um
- For this run, the chip area from Yosys synthesis comes to 840 sq um.
- Crit start category: register
- Per the timing report, the achievable frequency comes out to 0.612 GHz.
* Dominant cell area share: 65.6%
- Minimum clock period: 1.63 ns
- The tree is rooted in a clkbuf_8.
* Type of the setup path with the least slack: reg -> out
* Leading cell type in the layout, fill and taps excluded: clkdlybuf4s50_1
* Reported max-cap violation count: 0
- Yosys synthesis warning count: 1
- CTS added clock buffers totalling 5.
- First DRT Iteration DRCs: 13
- Per the cell usage report, the commonest logic cells after layout are 33 x clkdlybuf4s50_1, 22 x dfrtp_1, 10 x dfstp_2.
- Syn avg cell area: 24.0 sq um
- STA classifies the critical path endpoint as a primary output.
- The registers reported with the highest flop counts are state x32.
- Warning total across the stage logs: 25
- Total track usage: 4.04%
- Final cycle utilization of the critical path: 96.2%
* Final tally of hold violations: 0
logic make-up after synthesis:
logic type | after synthesis | synth area share (%)
XOR/XNOR | 3 | 3.13
flip-flops | 32 | 96.9
cells in the mapped netlist (all sizes together):
cell	instances
dfrtp	22
dfstp	10
xnor2	2
xor2	1
path summary, 6_finish.rpt:
check / start / endpoint / slack, ns
worst max-delay path: state[1]$_DFF_PN1_ / out[1] / 0.07
worst min-delay path: state[17]$_DFF_PN1_ / state[18]$_DFF_PN1_ / 0.36
worst max register to register: state[1]$_DFF_PN1_ / state[0]$_DFF_PN0_ / 0.77
worst min register to register: state[17]$_DFF_PN1_ / state[18]$_DFF_PN1_ / 0.36
max in group asynchronous: n_rst / state[10]$_DFF_PN1_ / 1.02
min in group asynchronous: n_rst / state[21]$_DFF_PN0_ / 0.43
power by group through the flow:
stage / Sequential (uW) / Combinational (uW) / Clock [uW]
CTS: 763 / 22.8 / 599
global route: 762 / 24.0 / 635
finish: 763 / 21.1 / 572
stage by stage:
step | util [%] | total power, uW | cells | setup WS, ns
global route | 28.4 | 1420 | 144 | 0.0205
CTS | 28.4 | 1380 | 144 | 0.0466
detailed placement | 26.4 | 799 | 136 | 0.360
floorplan | - | 776 | 35 | 0.823
global placement | 26.4 | 798 | 136 | 0.362
finish | 28.4 | 1360 | 144 | 0.0652
per-layer routing:
layer | track usage [%] | share of wire, %
met1 | 5.05 | 41
met2 | 5.07 | 40
met3 | 3.73 | 18
met4 | 0.653 | 1.3
met5 | 0 | 0
cell type report:
| type | count | area [sq um] |
|---|---|---|
| clock buffers | 6 | 82.6 |
| clock inverters | 2 | 10.0 |
| fillers | 505 | 3450 |
| multi-input cells | 3 | 26.3 |
| flip-flops and latches | 32 | 813 |
| well taps | 67 | 83.8 |
| repair buffers | 34 | 350 |
Power figures rest on the tool's default switching activity, not on a simulated workload.
