===== design.v =====
module half_adder (
    input logic a,
    input logic b,
    output logic sum,
    output logic carry
    );
assign sum = a ^ b;
assign carry = a & b;
endmodule
module full_adder (
    input logic a,
    input logic b,
    input logic c_in,
    output logic sum,
    output logic carry
);
    logic ha0_s_out;
    logic ha0_c_out;
    logic ha1_c_out;
    logic ha1_s_out;
    half_adder ha0(a, b, ha0_s_out, ha0_c_out);
    half_adder ha1(ha0_s_out, c_in, ha1_s_out, ha1_c_out);
    assign sum = ha1_s_out;
    assign carry = ha0_c_out | ha1_c_out; 
endmodule
module ripple_carry #(
    parameter int BITS = 4
) (
    input logic [BITS-1:0] a,
    input logic [BITS-1:0] b,
    input logic c_in,
    output logic [BITS-1:0] sum,
    output logic carry 
);
    logic [BITS:0] W_CARRY;
    assign W_CARRY [0] = c_in;
    generate
        for (genvar i = 0 ; i < BITS ; i++ ) begin : generate_adders
            full_adder full_adder_inst(a[i], b[i], W_CARRY[i], sum[i], W_CARRY[i+1]);
        end
    endgenerate
    assign carry = W_CARRY[BITS];
endmodule

===== constraint.sdc =====
current_design ripple_carry

set clk_period 3.0
set clk_io_pct 0.2

create_clock -name clk0 -period $clk_period

set non_clock_inputs [all_inputs -no_clocks]
set_input_delay [expr $clk_period * $clk_io_pct] -clock clk0 $non_clock_inputs
set_output_delay [expr $clk_period * $clk_io_pct] -clock clk0 [all_outputs]

===== run.sh =====
#!/bin/bash
# OpenROAD 26Q1-2900-gdf79404cd8, Yosys 0.63+post, stock flow scripts
make -C /OpenROAD-flow-scripts/flow DESIGN_CONFIG=/design/flow/config.mk WORK_HOME=/design/flow/orfs finish

===== config.mk =====
export PLATFORM = sky130hd
export DESIGN_NAME = ripple_carry
export DESIGN_NICKNAME = ripple_carry
export VERILOG_FILES = /design/flow/design.v
export SDC_FILE = /design/flow/constraint.sdc
export NUM_CORES = 4
export LEC_CHECK = 1
export CORE_AREA = 10 10 70 70
export DIE_AREA = 0 0 80 80

==> impl_metrics.csv <==
group,metric,value,unit
outcome,run_status,"finished, final reports clean",
layout,synthToLayoutAreaGrowth,105,%
final_timing,fin_tns_setup,0,ns
critical_path,worstPathCellList,"buf_2 -> inv_2 -> fa_2 -> inv_2 -> fa_2 -> fa_2 -> inv_2 -> fa_1 -> inv_1 -> buf_2",
layout,mostFrequentLayoutCells,"clkdlybuf4s50_1, inv_1, inv_2",
synthesis,netlist_area,148,sq um
floorplan,coreArea,3420,sq um
final_timing,final_max_slew_viol_count,0,
critical_path,critical-path-max-stage-delay,0.40,ns
critical_path,cp-start-kind,"primary input",
global_route,grt_antenna_before_repair,0,
layout,mi_logic_area,87.6,sq um
placement,dp_hpwl,412,um
power,p_leak,0.142,nW
synthesis,syn-instance-count,18,
hold_path,hp-class,"in2out",
global_route,grt.total_usage,1.42,%
critical_path,worstPathRequired,2.40,ns
routing,detail_route.first_pass.iterations,1,
routing,antenna_left,0,
routing,route.detailed.vias_per_inst,1.78,
final_timing,max-slew-margin-rel,93.1,%
run,max-cap-violations,0,
final_timing,final-hold-violation-count,0,
synthesis,sequential_cell_area_fraction_in_the_yosys_report,0,%
hold_path,whs_endpoint,"sum[3]",
final_timing,timing.fmax,348,MHz
critical_path,worstPathArrival,2.28,ns
layout,clock_buffers,0,
synthesis,syn-mean-instance-area,8.20,sq um
synthesis,netlist-cell-type-count,3,
final_timing,finalWorstPathRequiredPeriod,2.88,ns
critical_path,cpMaxStageDelayCell,"fa_1",
layout,layout_top_cell,"clkdlybuf4s50_1",
layout,filler_cell_count,404,
final_timing,rsz0062_at_grt,"false",
hold_path,hold_path.startpoint,"b[3]",
routing,avgRoutedWirePerCell,5.58,um
synthesis,yosys_cells,18,
power,powerDensity,139,nW/um^2
layout,drive_above_1_share,42.9,%
floorplan,initial_core_util,4.32,%
global_route,grt_first_pass_wirelength,724,um
final_timing,part_of_the_cycle_the_worst_path_needs,95.9,%
floorplan,die_width,80,um
critical_path,end_kind,"primary output",
placement,worst_setup_timing_slack_at_the_placement_stage,-0.685,ns
layout,flop_area,0,sq um
routing,postRouteWirelength,413,um
final_timing,setup_viol_count_final,0,
layout,layout.sequential_cells,0,
floorplan,die_height,80,um
global_route,first_global_vias,168,
synthesis,synthesis.yosys.warnings,0,
hold_path,worst_hold_path.num_cells,5,
final_timing,max_slew.worst_pin.slew,0.103,ns
power,ir_drop,0.0000413,V
routing,n_antenna_cell,0,
critical_path,cp_num_buf_inv,6,
clock_network,cts_hold_buffers,0,
floorplan,floorplan.io_pins,14,
run,warning_count,32,
floorplan,rows,21,
global_route,grt_start_max_net_pins,2,
critical_path,crit_fanout,1,
routing,num_vias,132,
critical_path,crit_path_kind,"in2out",
synthesis,synth_chip_area,148,sq um
placement,globalplace.congestion,0.766,
routing,detail_route.iter0.violations,0,
final_timing,finalWorstSetupSlack,0.124,ns
routing,detail_route.drc_violations,0,
critical_path,critPathTopFamily,"adder cells",
floorplan,chip_area,6400,sq um
global_route,grt_overflow_total,0,
placement,buffer_ports.inserted,14,
## layout make-up
class / instances / share of cell area, %
Inverter: 10 / 12.4
Multi-Input combinational cell: 4 / 28.9
Tap cell: 46 / 19.0
Timing Repair Buffer: 14 / 39.7
## tightest hold or removal path, delay by kind of cell
| kind | cells | cell delay (ns) |
|---|---|---|
| buffers and inverters | 4 | 0.59 |
| adder cells (fa/ha/maj) | 1 | 0.15 |
## synth_stat cells
cell type	instances	area [sq um]
inv_1	10	37.5
buf_4	4	30.0
fa_1	4	80.1
## logic make-up (layout without fill, tap and decap cells)
family,Yosys count,after routing,synth area share [%]
buffers and inverters,14,24,45.8
adders and majority gates,4,4,54.2
## worst max-delay path by stage
| stage | start | to | slack, ns | cells after the start |
|---|---|---|---|---|
| global route | a[0] | sum[3] | 0.03 | 10 |
| finish | a[0] | sum[3] | 0.12 | 10 |
| CTS | b[1] | sum[3] | 0.01 | 7 |
## where the power goes
group          switching, W  internal [W]   total, W
Combinational     0.0000145     0.0000276  0.0000420
Clock                     0             0          0
Sequential                0             0          0
Total             0.0000145     0.0000276  0.0000420
## per-layer routing
layer | wire [um] | GRT usage (%) | share of wire (%) | up-vias
met1 | 227 | 2.21 | 55 | 58
li1 | - | - | - | 60
met3 | 88 | 0.568 | 21 | 0
met2 | 96 | 1.85 | 23 | 14
met5 | 0 | 0 | 0 | -
met4 | 0 | 0 | 0 | 0
## timing repair
item / in CTS / in global routing
setup endpoints to repair: 4 / 1
setup buffers: 0 / 0
resized: 26 / 1
gates cloned: 0 / 0
pin swaps: 4 / 2
## metrics by stage
stage               cell area [sq um]  utilization, %  hold slack (ns)  total power, W  cells
finish                            303            8.86             1.94       0.0000420     74
global route                      303            8.86             2.00       0.0000497     74
CTS                               300            8.79             1.96       0.0000443     74
detailed placement                315            9.23             2.26       0.0000491     74
global placement                  315            9.23             2.24       0.0000481     74
floorplan                         148               -             1.42       0.0000229     18
Power figures rest on the tool's default switching activity, not on a simulated workload.
